$ cat flow/run.sh
#!/bin/bash
# OpenROAD 26Q1-2900-gdf79404cd8, Yosys 0.63+post, stock flow scripts
make -C /OpenROAD-flow-scripts/flow DESIGN_CONFIG=/design/flow/config.mk WORK_HOME=/design/flow/orfs finish
$ cat flow/config.mk
export PLATFORM = sky130hd
export DESIGN_NAME = eight_bit_comparator
export DESIGN_NICKNAME = eight_bit_comparator
export VERILOG_FILES = /design/flow/design.v
export SDC_FILE = /design/flow/constraint.sdc
export NUM_CORES = 4
export LEC_CHECK = 1
export CORE_AREA = 10 10 70 70
export DIE_AREA = 0 0 80 80
$ cat flow/constraint.sdc
current_design eight_bit_comparator

set clk_period 2.0
set clk_io_pct 0.2

create_clock -name clk0 -period $clk_period

set non_clock_inputs [all_inputs -no_clocks]
set_input_delay [expr $clk_period * $clk_io_pct] -clock clk0 $non_clock_inputs
set_output_delay [expr $clk_period * $clk_io_pct] -clock clk0 [all_outputs]
$ cat flow/design.v
module one_bit_comparator (
    agbo,aebo,albo,a,b,agbi,aebi,albi
);
    output agbo,albo,aebo;
    input a,b,agbi,aebi,albi;
    assign aebo = (aebi & (~(a^b))?1:0);
    assign albo = (aebi ? (~a)&b : albi);
    assign agbo = (aebi ? a&(~b) : agbi);
endmodule
module eight_bit_comparator (
    agb,aeb,alb,a,b
);
    output agb,aeb,alb;
    wire[6:0] agbw,aebw,albw;
    input [7:0]  a,b;
    assign high=1, low=0;
    one_bit_comparator c7(agbw[6],aebw[6],albw[6],a[7],b[7],low,high,low);
    one_bit_comparator c6(agbw[5],aebw[5],albw[5],a[6],b[6],agbw[6],aebw[6],albw[6]);
    one_bit_comparator c5(agbw[4],aebw[4],albw[4],a[5],b[5],agbw[5],aebw[5],albw[5]);
    one_bit_comparator c4(agbw[3],aebw[3],albw[3],a[4],b[4],agbw[4],aebw[4],albw[4]);
    one_bit_comparator c3(agbw[2],aebw[2],albw[2],a[3],b[3],agbw[3],aebw[3],albw[3]);
    one_bit_comparator c2(agbw[1],aebw[1],albw[1],a[2],b[2],agbw[2],aebw[2],albw[2]);
    one_bit_comparator c1(agbw[0],aebw[0],albw[0],a[1],b[1],agbw[1],aebw[1],albw[1]);
    one_bit_comparator c0(agb,aeb,alb,a[0],b[0],agbw[0],aebw[0],albw[0]);
endmodule
==> impl_summary.log <==
[flow] summary of implementation run
[metrics] status: finished, final reports clean
[metrics] power spent charging and discharging nets: 71.1 uW
[metrics] Die H: around 80 um
[metrics] mux share: 0
[metrics] standard-cell row count: 21
[metrics] main area contributors after synthesis: ha_1 (46%), inv_1 (16%), o211ai_1 (10%), nor2_1 (5.2%), a21oi_1 (4.6%)
[metrics] Final TNS setup: 0 ns
[metrics] launching element of the worst setup path: b[6]
[metrics] commonest cells after routing, fill and taps aside: inv_1 (12), buf_4 (11), ha_1 (9)
[metrics] static power due to leakage: ~0.43 nW
[metrics] combinational share of power: 1.000
[metrics] Worst Tran Pin Value: 0.192 ns
[metrics] Critical Path Sink Type: output pin
[metrics] share of cells above drive strength 1: 0.453
[metrics] startpoint kind of the worst setup timing path: input port
[metrics] area leader, netlist: ha_1
[metrics] total count of hold-check failures in the final report: 0
[metrics] Initial Utilization: 0.127
[metrics] sequential cell fraction of total power: 0
[metrics] dominant logic cell type in the layout: inv_1
[metrics] grt met2 use: 0.0666
[metrics] worst hold-check path type: input port to output pin
[metrics] largest net degree at the start of global routing: 7
[metrics] Post-Syn Area per Cell: 6.91 um^2
[metrics] chip area: 6400 um^2
[metrics] Initial DRT Pass Iterations: 3
[metrics] area taken by multi-input logic gates: 477 um^2
[metrics] count of vias placed by the detailed router: 490
[metrics] cell internal pwr: 93.7 uW
[metrics] min cycle time layout: 1.93 ns
[metrics] GRT Max-Usage Layer: met2
[metrics] Starting DRT DRC Count: 18
[metrics] synth warn: 2
[metrics] final design utilization: 0.256
[metrics] maximum frequency from static timing analysis: 0.519 GHz
[metrics] floorplan die width: ~80 um
[metrics] detailed-route vias per instance: ~3.5
[metrics] number of nets still failing antenna checks after routing: 0
[metrics] met1 demand-to-capacity share in global routing: 0.0587
[metrics] via count of the first global-routing pass: 553
[metrics] Max Cap Viol: 0
[metrics] Wirelength per Cell: 9.00 um
[metrics] wire length of the first global-routing pass: roughly 2.4 mm
[metrics] switching part of the total: 0.431
[metrics] number of library cell types mapped by synthesis: 12
[metrics] Flops: 0
[metrics] number of antenna cells inserted: 0
[metrics] core region area: 3420 um^2
[metrics] clock network power share: 0
[metrics] Synth Instances: roughly 63
[metrics] Slew Limit Headroom: 0.871
[metrics] sequential cell area fraction in the yosys report: 0
[metrics] total routed wirelength: 1.27 mm
[metrics] GPL Wtd Cong: 0.710
[metrics] chip area from the yosys synthesis statistics: approximately 440 um^2
[metrics] Buffers on Ports: 19
[metrics] arrival time at the worst endpoint: 1.53 ns
[metrics] Worst Path Max Fanout: 3
[metrics] Synth logic family: adder cells
[metrics] final clock period utilization by the worst path: 0.964
[metrics] share of the synthesized area in the top cell type: 0.460
[metrics] filler instances: 377
[metrics] critical path class: input port to output pin
[metrics] Area growth, synth to finish: 101%
[metrics] Finish-stage setup viols: 0
[metrics] # IOs: 19
[metrics] post-synthesis instance area: about 440 um^2
[metrics] area share of and-or/or-and cells after synthesis: 0.178
[metrics] Post-Synth Simple-Gate Area: 0.198
[metrics] number of cells in Yosys stat: 63
[metrics] antenna violations before repair: 0
[metrics] GRT Total Usage: 0.0429
[metrics] remaining global-route overflow: 0
[metrics] global-route met3 utilization: 0.0159
[metrics] crit path to: aeb
[metrics] unrepaired setup endpoints after global routing: true
[metrics] DP Wirelength: between 1 and 1.5 mm
[metrics] power density over the cells: 188 nW/um^2
[metrics] adder-cell share of the synthesized area: 0.460
[metrics] clock tree buffer count of the final layout: 0
[metrics] crit path DRT: ~1.6 ns
[metrics] final max-slew violation count: 0
[metrics] post-route DRC violation count: 0
[metrics] Worst VDD drop: 38.0 uV
[metrics] flip-flop and latch area: 0 um^2
[metrics] fraction of synthesized cell area in xor and xnor cells: 0
[metrics] count of tool warnings: 41
[kinds of logic (layout without fill, tap and decap cells)]
family	after synthesis	after routing
AOI/OAI and AO/OA	12	12
adders and majority gates	16	16
buffers and inverters	19	51
and+or+nand+nor	16	16
[synth_stat cells]
cell      number
o211ai_1       6
nor2_1         6
and3_1         1
and3_4         1
nor2b_1        2
a31oi_1        2
a21oi_1        4
nand3_1        3
nand2_1        2
ha_1          16
and4_4         1
inv_1         19
[cell type report]
type                       count  area share
inverter                      19      0.0815
multi-input combinational     44       0.545
tap                           46      0.0658
timing repair buffer          32       0.308
[critical path, stage by stage]
cell and delay (ns):
buf_2 0.12, ha_4 0.26, and4_4 0.23, and3_4 0.18, and3_4 0.17, clkdlybuf4s15_1 0.17
[worst min path at each step]
| stage | cells past startpoint | startpoint | endpoint | slack (ns) |
|---|---|---|---|---|
| 4_1_cts | 6 | b[7] | alb | 1.43 |
| 5_1_grt | 5 | a[0] | agb | 1.36 |
| 6_report | 5 | a[0] | agb | 1.30 |
[power by group through the flow]
stage / clock (mW) / combinational (mW) / sequential, mW
final: 0 / 0.165 / 0
after CTS: 0 / 0.156 / 0
after global routing: 0 / 0.189 / 0
[through the flow]
stage	cells	area, um^2	setup WS [ns]	power [mW]	hold WS (ns)
global placement	138	758	-0.740	0.140	2.01
floorplan	63	435	0.270	0.0608	0.994
finish	141	875	0.0724	0.165	1.30
global route	141	875	0.00269	0.189	1.36
CTS	140	832	0.0326	0.156	1.43
detailed placement	138	758	-0.762	0.142	2.02
[what timing repair did]
action                                  in CTS  in global routing
endpoints found under the setup margin       3                  3
pin swaps                                   10                  8
hold buffers                                 0                  0
resized                                     66                 10
buffers inserted                             2                  1
[layer usage]
layer  vias to the layer above  part of all wire
li1                        271                 -
met1                       209              0.46
met2                        10              0.45
met3                         0             0.092
met4                         0                 0
met5                         -                 0
Power and IR drop assume default switching activity.
