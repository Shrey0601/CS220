--- ./design.v ---
module eight_bit_lookahead_carry (
    carry_bus,cin,p,g
);
    output[8:1] carry_bus;
    input cin;
    input[7:0] p,g;
    assign carry_bus[1]= (g[0]) | (p[0]&cin);
    assign carry_bus[2]= (g[1]) | (p[1]&g[0]) | (p[1]&p[0]&cin);
    assign carry_bus[3]= (g[2]) | (p[2]&g[1]) | (p[2]&p[1]&g[0]) | (p[2]&p[1]&p[0]&cin);
    assign carry_bus[4]= (g[3]) | (p[3]&g[2]) | (p[3]&p[2]&g[1]) | (p[3]&p[2]&p[1]&g[0]) | (p[3]&p[2]&p[1]&p[0]&cin);
    assign carry_bus[5]= (g[4]) | (p[4]&g[3]) | (p[4]&p[3]&g[2]) | (p[4]&p[3]&p[2]&g[1]) | (p[4]&p[3]&p[2]&p[1]&g[0]) | (p[4]&p[3]&p[2]&p[1]&p[0]&cin);
    assign carry_bus[6]= (g[5]) | (p[5]&g[4]) | (p[5]&p[4]&g[3]) | (p[5]&p[4]&p[3]&g[2]) | (p[5]&p[4]&p[3]&p[2]&g[1]) | (p[5]&p[4]&p[3]&p[2]&p[1]&g[0]) | (p[5]&p[4]&p[3]&p[2]&p[1]&p[0]&cin);
    assign carry_bus[7]= (g[6]) | (p[6]&g[5]) | (p[6]&p[5]&g[4]) | (p[6]&p[5]&p[4]&g[3]) | (p[6]&p[5]&p[4]&p[3]&g[2]) | (p[6]&p[5]&p[4]&p[3]&p[2]&g[1]) | (p[6]&p[5]&p[4]&p[3]&p[2]&p[1]&g[0]) | (p[6]&p[5]&p[4]&p[3]&p[2]&p[1]&p[0]&cin);
    assign carry_bus[8]= (g[7]) | (p[7]&g[6]) | (p[7]&p[6]&g[5]) | (p[7]&p[6]&p[5]&g[4]) | (p[7]&p[6]&p[5]&p[4]&g[3]) | (p[7]&p[6]&p[5]&p[4]&p[3]&g[2]) | (p[7]&p[6]&p[5]&p[4]&p[3]&p[2]&g[1]) | (p[7]&p[6]&p[5]&p[4]&p[3]&p[2]&p[1]&g[0]) | (p[7]&p[6]&p[5]&p[4]&p[3]&p[2]&p[1]&p[0]&cin);
endmodule
module gen_prop (
    p,g,a,b
);
    input[7:0] a,b;
    output[7:0] p,g;
    and(g[0],a[0],b[0]);
    xor(p[0],a[0],b[0]);
    and(g[1],a[1],b[1]);
    xor(p[1],a[1],b[1]);
    and(g[2],a[2],b[2]);
    xor(p[2],a[2],b[2]);
    and(g[3],a[3],b[3]);
    xor(p[3],a[3],b[3]);
    and(g[4],a[4],b[4]);
    xor(p[4],a[4],b[4]);
    and(g[5],a[5],b[5]);
    xor(p[5],a[5],b[5]);
    and(g[6],a[6],b[6]);
    xor(p[6],a[6],b[6]);
    and(g[7],a[7],b[7]);
    xor(p[7],a[7],b[7]);
endmodule
module eight_bit_lookahead_adder (
    cout,sum,a,b,cin
);
    output cout;
    output[7:0] sum;
    input cin;
    input[7:0] a,b;
    wire[7:0] p,g;
    gen_prop gp1(p,g,a,b);
    wire[8:1] carry_bus;
    eight_bit_lookahead_carry c1(carry_bus,cin,p,g);
    xor(sum[0],a[0],b[0],cin);
    xor(sum[1],a[1],b[1],carry_bus[1]);
    xor(sum[2],a[2],b[2],carry_bus[2]);
    xor(sum[3],a[3],b[3],carry_bus[3]);
    xor(sum[4],a[4],b[4],carry_bus[4]);
    xor(sum[5],a[5],b[5],carry_bus[5]);
    xor(sum[6],a[6],b[6],carry_bus[6]);
    xor(sum[7],a[7],b[7],carry_bus[7]);
    assign cout=carry_bus[8];
endmodule
--- ./run.sh ---
#!/bin/bash
# OpenROAD 26Q1-2900-gdf79404cd8, Yosys 0.63+post, stock flow scripts
make -C /OpenROAD-flow-scripts/flow DESIGN_CONFIG=/design/flow/config.mk WORK_HOME=/design/flow/orfs finish
--- ./config.mk ---
export PLATFORM = sky130hd
export DESIGN_NAME = eight_bit_lookahead_adder
export DESIGN_NICKNAME = eight_bit_lookahead_adder
export VERILOG_FILES = /design/flow/design.v
export SDC_FILE = /design/flow/constraint.sdc
export NUM_CORES = 4
export LEC_CHECK = 1
export CORE_AREA = 10 10 70 70
export DIE_AREA = 0 0 80 80
--- ./constraint.sdc ---
current_design eight_bit_lookahead_adder

set clk_period 3.9
set clk_io_pct 0.2

create_clock -name clk0 -period $clk_period

set non_clock_inputs [all_inputs -no_clocks]
set_input_delay [expr $clk_period * $clk_io_pct] -clock clk0 $non_clock_inputs
set_output_delay [expr $clk_period * $clk_io_pct] -clock clk0 [all_outputs]
==> impl_metrics.py <==
# Generated from Yosys and OpenROAD reports
metrics = {
    "worst_setup_path": {
        "critical_path_class": "in -> out",
        "critPathMaxFanout": 3,
        "startpoint_type": "primary input",
        "endpoint_kind": "output pin",
        "required_ns": 3.12,
        "cp_data_arrival_time_ns": 2.80,
    },
    "yosys": {
        "xor_share_pct": 16.9,
        "synth_warnings": 0,
        "top_cells_by_area": "ha_1, xnor2_1, fa_1, a21o_1, inv_1",
        "synth_dominant_cell_count": "ha_1",
        "synth_top_cell_by_area": "ha_1",
        "ys_sh_simple_pct": 16.1,
        "yosys_area_um2": 310,
        "yosys_cells": 38,
        "yosysSeqAreaShare_pct": 0,
        "ys_sh_adder_pct": 38.7,
        "mux_share_pct": 0,
        "synth_area_um2": 310,
        "synthTopLogicFamily": "adder cells",
        "top_cell_area_share_pct": 32.3,
        "synth_cell_types": 19,
        "syn_inst": 38,
        "syn_avg_cell_area_um2": 8.17,
        "common_cells": "ha_1, xnor2_1, inv_1, nor2_1",
        "ys_sh_aoi_pct": 23.4,
    },
    "global_routing": {
        "grt_pass1_wl_mm": 1.76,
        "grt_max_degree": 5,
        "antenna_found_initial": 0,
        "grt_overflow": 0,
        "grt_pass1_vias": 404,
        "grt_usage_pct": 3.26,
    },
    "pwr": {
        "total_leakage_power_nw": 0.262,
        "power_mw": 0.0983,
        "p_per_area_nw_per_um2": 157,
        "p_comb_share_pct": 100.0,
        "switching_share_pct": 31.8,
        "seqPwrFrac_pct": 0,
        "p_int_mw": 0.0671,
        "p_switching_mw": 0.0312,
        "ir_drop_mv": 0.0205,
        "clkPwrFrac_pct": 0,
    },
    "die": {
        "core-area_um2": 3420,
        "fp.dieH_um": 80,
        "core_util_floorplan_pct": 9.08,
        "die-width_um": 80,
        "std_cell_rows": 21,
        "die_area_um2": 6400,
        "num_io_pins": 26,
    },
    "hold_path": {
        "min_to": "sum[7]",
        "hold_class": "in -> out",
        "worstHoldPathCells": 4,
        "hp-start": "b[7]",
    },
    "timing": {
        "setup_viol": 0,
        "max_freq_mhz": 279,
        "finalSetupTns_ns": 0,
        "slew_headroom_pct": 84.7,
        "finalClockPeriodUsage_pct": 91.8,
        "tightest_slew_ns": 0.228,
        "period_minus_slack_ns": 3.58,
        "rsz0062_at_grt": "false",
        "finalHoldViolCount": 0,
        "maxSlewViolCount": 0,
    },
    "cells_and_area": {
        "syn_to_final_growth_pct": 102,
        "drive_gt1_share_pct": 6.25,
        "seq_cell_count": 0,
        "layoutNonFillerInstCount": 110,
        "clkbuf_count": 0,
        "final-seq-area_um2": 0,
    },
    "routing": {
        "num_antenna_cells": 0,
        "routedWlPerCell_um": 9.29,
        "drtIter0Drc": 8,
        "vias": 366,
        "wl_mm": 1.02,
        "vias_per_cell": 3.33,
        "firstDrtPassIters": 3,
        "drtAntennaViolNets": 0,
        "drc_errors": 0,
    },
    "clock_network": {
        "post-cts-setup-buffers": 0,
        "cts_hold_buf": 0,
        "cts_resized": 0,
    },
    "placement": {
        "place_congestion": 0.803,
        "io_buffers": 26,
        "numPlacedInstances": 110,
        "dpl.hpwl_mm": 1.00,
    },
    "job": {
        "drv_cap": 0,
        "warnings": 32,
    },
    "run_status": {
        "outcome": "completed",
    },
}
layout by cell type, fill, tap and decap left out, types with 2 or more instances in the layout:
cell,count
clkdlybuf4s50_1,26
ha_1,8
xnor2_1,5
inv_1,4
nor2_1,4
nand2_1,2
a21o_1,2
cell families (layout without fill, tap and decap cells):
logic type,count (synthesis),after routing
compound gates,9,9
fa+ha+maj,9,9
buf+inv,4,30
simple gates,10,10
xor+xnor,6,6
stage by stage:
| stage | utilization, % | cell area (um2) | worst slack [ns] | hold WS, ns |
|---|---|---|---|---|
| 2_1_floorplan | - | 310 | 1.30 | 1.73 |
| 3_3_place_gp | 18.4 | 628 | 0.308 | 2.65 |
| 3_5_place_dp | 18.4 | 628 | 0.293 | 2.65 |
| 4_1_cts | 18.4 | 628 | 0.296 | 2.66 |
| 5_1_grt | 18.4 | 628 | 0.198 | 2.69 |
| 6_report | 18.4 | 628 | 0.320 | 2.65 |
power groups by stage:
stage	logic [mW]	registers, mW	clock network, mW
after global routing	0.108	0	0
after CTS	0.101	0	0
final	0.0983	0	0
cell type report:
cell class,count,area [um2]
fill,378,2790
multi-input combinational,34,295
timing repair buffer,26,260
tap,46,57.6
inverter,4,15.0
worst max path at each step:
stage / slack, ns / depth (start not counted) / to / start
after global routing: 0.20 / 7 / sum[7] / b[0]
final: 0.32 / 7 / sum[7] / a[0]
after CTS: 0.30 / 7 / sum[7] / a[0]
critical path: stages:
cell	delay, ns
clkdlybuf4s50_1	0.42
ha_1	0.31
a21oi_2	0.20
o2111ai_2	0.18
a41o_1	0.28
xor2_1	0.13
clkdlybuf4s50_1	0.48
per-layer routing:
metal,vias to the layer above,part of all wire [%],GRT usage [%]
li1,189,-,-
met1,177,28,2.91
met2,0,72,7.78
met3,0,0,0
met4,0,0,0
met5,-,0,0
Power and IR drop assume default switching activity.
