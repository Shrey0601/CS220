==> /design/flow/design.v <==
module A4Q2_1_bit_adder_subtractor(
    input a,
    input b,
    input cin,
    input opcode,
    output sum,
    output cout
);
  wire sum,cout;
  assign sum=a^(b^opcode)^cin;
  assign cout=(a&(b^opcode))|((b^opcode)&cin)|(cin&a);
endmodule
module A4Q2_8_bit_adder_subtractor(
    input [7:0] a,
    input [7:0] b,
    input opcode,
    output [7:0] sum,
    output overflow
);
 wire c1,c2,c3,c4,c5,c6,c7,c8;
 A4Q2_1_bit_adder_subtractor a1(a[0], b[0], opcode, opcode, sum[0], c1);
 A4Q2_1_bit_adder_subtractor a2(a[1], b[1], c1, opcode, sum[1], c2);
 A4Q2_1_bit_adder_subtractor a3(a[2], b[2], c2, opcode, sum[2], c3);
 A4Q2_1_bit_adder_subtractor a4(a[3], b[3], c3, opcode, sum[3], c4);
 A4Q2_1_bit_adder_subtractor a5(a[4], b[4], c4, opcode, sum[4], c5);
 A4Q2_1_bit_adder_subtractor a6(a[5], b[5], c5, opcode, sum[5], c6);
 A4Q2_1_bit_adder_subtractor a7(a[6], b[6], c6, opcode, sum[6], c7);
 A4Q2_1_bit_adder_subtractor a8(a[7], b[7], c7, opcode, sum[7], c8);
 assign overflow = c7^c8;
 endmodule
==> /design/flow/run.sh <==
#!/bin/bash
# OpenROAD 26Q1-2900-gdf79404cd8, Yosys 0.63+post, stock flow scripts
make -C /OpenROAD-flow-scripts/flow DESIGN_CONFIG=/design/flow/config.mk WORK_HOME=/design/flow/orfs finish
==> /design/flow/config.mk <==
export PLATFORM = sky130hd
export DESIGN_NAME = A4Q2_8_bit_adder_subtractor
export DESIGN_NICKNAME = A4Q2_8_bit_adder_subtractor
export VERILOG_FILES = /design/flow/design.v
export SDC_FILE = /design/flow/constraint.sdc
export NUM_CORES = 4
export LEC_CHECK = 1
export CORE_AREA = 10 10 70 70
export DIE_AREA = 0 0 80 80
==> /design/flow/constraint.sdc <==
current_design A4Q2_8_bit_adder_subtractor

set clk_period 3.7
set clk_io_pct 0.2

create_clock -name clk0 -period $clk_period

set non_clock_inputs [all_inputs -no_clocks]
set_input_delay [expr $clk_period * $clk_io_pct] -clock clk0 $non_clock_inputs
set_output_delay [expr $clk_period * $clk_io_pct] -clock clk0 [all_outputs]
==> CHANGELOG.md <==
## Implementation

- Max FO, Critical Path: 2
- Total grt overflow: 0
- Drt initial violations: 0
- Clock power frac: 0
- Crit path kind: input port to primary output
- Synthesized area per cell: 8.98 um^2
- Crit. End Element: primary output
- Mapped cell area: 350 um^2
- Simple share: 0
- Yosys stat area: 350 um^2
- Sequential Power Share: 0
- Initial antenna violation count: 0
- Comb gate area: 267 um^2
- Gate power share: 1.000
- # Cells Yosys: 39
- Tightest Pin Transition: 0.212 ns
- Drt wl/cell: 8.82 um
- Fillers: 378
- Routed Antenna Nets: 0
- Most frequent cells in the layout: 14 x clkdlybuf4s50_1, 9 x inv_1, 7 x fa_2
- Placed cell count: 104
- Pwr Density: 176 nW/um^2
- Worst EP arrival: 3.72 ns
- Yosys warnings: 0
- FF+latch area: 0 um^2
- Period utilization: 1.21
- ANT cells: 0
- NetSw: 39.5 uW
- Synth Area in XOR/XNOR: 0.225
- First-pass iteration count of the detailed router: 1
- Crit path cell chain: buf_6 > mux2_4 > fa_2 > inv_2 > fa_2 > fa_2 > fa_2 > fa_2 > fa_2 > fa_2 > inv_2 > buf_2
- Area delta synth->final: 85.0%
- Hold WC Path Type: input port to primary output
- Tmin final: 4.46 ns
- Mux share: 0.0321
- Die height: 80 um
- RSZ-0062 raised after global routing: yes
- Cells after synthesis: 39
- Remaining DRCs: 0
- Synth Area in Compound Gates: 0
- Buf/Inv on CP: 4
- # port buffers: 26
- Synth Area in Adders: 0.400
- Via count: 286
- Largest net degree at the start of global routing: 7
- HPWL after detailed placement: 881 um
- Setup violators final: 3
- Final Power: 114 uW
- Chip area: 6400 um^2
- Slowest stage delay, CP: 0.54 ns
- Top cell excl fill/tap: clkdlybuf4s50_1
- Slowest cell on crit path: fa_2
- Pins over their slew limit: 0
- Fp util: 0.103
- Register share after synthesis: 0
- Hold buffers post-CTS: 0
- WL final: 944 um
- Failing checks: negative setup slack
- Cell variety after synth: 7
- Top non-seq family: adder cells
- MaxCap Viol Count: 0
- IO Count: 26
- Final worst slack: -0.760 ns
- Final Hold Vio Count: 0
- # rows: 21
- Utilization after layout: 0.190
- Leakage: 0.296 nW
- Fmax: 224 MHz
- Non-Filler Instances: 107
- # clk buffers: 0
- Internal power: 74.4 uW
- Sw frac: 0.347
- Worst Path Required: 2.96 ns
- Tool warnings: 35
- Peak supply drop: 0.0000938 V
- Horiz. Die Dim: 80 um
- CP Launch Type: input port
- Status: complete, but fails checks
- Via/cell ratio: 2.67
- Hold Slack: 2.10 ns
- Core area: 3420 um^2
- Gr usage total: 0.0312
- Most numerous cell on the critical path: fa_2
- Flop count: 0
- DP Worst Slack: -1.66 ns
- Layout cells sized above 1: 0.443
- Global-route wire length before repair: 1.66 mm
- Vias in the first global route: 344
- Placer congestion estimate: 0.794
- Worst path top cell family by delay: adder cells
- Rel. slew slack: 0.857
through the flow:
stage	TNS, ns	instance area, um^2
floorplan	-1.65	382
global placement	-5.91	634
detailed placement	-5.95	634
CTS	-2.76	638
global route	-2.32	648
finish	-1.85	648
worst paths after layout:
kind	to	depth (start not counted)	startpoint	slack, ns
max	sum[7]	12	b[0]	-0.76
min	sum[0]	4	b[0]	2.10
cells by family after synthesis:
family	after synthesis
xor+xnor	9
buf+inv	22
mux	1
fa+ha+maj	7
power by group through the flow:
stage,sequential [mW],combinational [mW],clock [mW]
4_1_cts,0,0.114,0
5_1_grt,0,0.133,0
6_report,0,0.114,0
cell usage after synthesis:
| cell | number | share of area |
|---|---|---|
| buf_4 | 8 | 0.17 |
| buf_6 | 1 | 0.032 |
| xor2_1 | 3 | 0.075 |
| inv_1 | 13 | 0.14 |
| fa_1 | 7 | 0.40 |
| xnor2_1 | 6 | 0.15 |
| mux2_2 | 1 | 0.032 |
what timing repair did:
item                                    in CTS  in global routing
endpoints found under the setup margin       6                  5
buffers inserted                             2                  1
gates cloned                                 0                  0
resized                                     39                  4
hold endpoints to repair                     0                  0
pin swaps                                    9                  7
final cells by class:
type / count / share of cell area
Tap cell: 46 / 0.0888
Inverter: 13 / 0.0753
Timing Repair Buffer: 31 / 0.425
Multi-Input combinational cell: 17 / 0.411
routing by layer:
layer | track usage | routed length (um) | vias up
met5 | 0 | 0 | -
met4 | 0 | 0 | 0
met3 | 0.0205 | 202 | 0
met1 | 0.0372 | 388 | 127
li1 | - | - | 139
met2 | 0.0490 | 352 | 20
Power is estimated from default activity; no workload was simulated.
